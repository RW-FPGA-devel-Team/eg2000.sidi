### flow/design.v
module sd_card (
    input         clk_sys,
    output [31:0] sd_lba,
    output reg    sd_rd,
    output reg    sd_wr,
    input         sd_ack,
    input         sd_ack_conf,
    output        sd_conf,
    output        sd_sdhc,
    input         img_mounted,
    input  [31:0] img_size,
    output reg    sd_busy = 0,
    input   [7:0] sd_buff_dout,
    input         sd_buff_wr,
    output  [7:0] sd_buff_din,
    input   [8:0] sd_buff_addr,
    input         allow_sdhc,
    input         sd_cs,
    input         sd_sck,
    input         sd_sdi,
    output reg    sd_sdo
);
wire [31:0] OCR = { 1'b1, sd_sdhc, 6'h0, 9'h1f, 15'h0 };   
wire [7:0] READ_DATA_TOKEN = 8'hfe;
localparam NCR=4;
localparam RD_STATE_IDLE       = 2'd0;
localparam RD_STATE_WAIT_IO    = 2'd1;
localparam RD_STATE_SEND_TOKEN = 2'd2;
localparam RD_STATE_SEND_DATA  = 2'd3;
reg [1:0] read_state = RD_STATE_IDLE;
localparam WR_STATE_IDLE       = 3'd0;
localparam WR_STATE_EXP_DTOKEN = 3'd1;
localparam WR_STATE_RECV_DATA  = 3'd2;
localparam WR_STATE_RECV_CRC0  = 3'd3;
localparam WR_STATE_RECV_CRC1  = 3'd4;
localparam WR_STATE_SEND_DRESP = 3'd5;
localparam WR_STATE_BUSY       = 3'd6;
reg [2:0] write_state = WR_STATE_IDLE;
reg card_is_reset = 1'b0;     
reg [6:0] sbuf;
reg cmd55;
reg [7:0] cmd = 8'h00;
reg [2:0] bit_cnt = 3'd0;     
reg [3:0] byte_cnt= 4'd15;    
reg [39:0] args;
assign sd_lba = sd_sdhc?args[39:8]:{9'd0, args[39:17]};
reg [7:0] reply;
reg [7:0] reply0, reply1, reply2, reply3;
reg [3:0] reply_len;
reg  [8:0] buffer_ptr;
wire [7:0] buffer_dout;
reg  [7:0] buffer_din;
reg        buffer_write_strobe;
sd_card_dpram #(8, 9) buffer_dpram
(
    .clock_a      (clk_sys),
    .address_a    (sd_buff_addr),
    .data_a       (sd_buff_dout),
    .wren_a       (sd_buff_wr & sd_ack),
    .q_a          (sd_buff_din),
    .clock_b      (clk_sys),
    .address_b    (buffer_ptr),
    .data_b       (buffer_din),
    .wren_b       (buffer_write_strobe),
    .q_b          (buffer_dout)
);
wire [7:0] WRITE_DATA_RESPONSE = 8'h05;
reg  [7:0] conf;
assign     sd_conf = sd_configuring;
reg        sd_configuring = 1;
reg  [4:0] conf_buff_ptr;
reg  [7:0] conf_byte;
reg[255:0] csdcid;
wire sd_has_sdhc = conf[0];
assign sd_sdhc = allow_sdhc && sd_has_sdhc;
always @(posedge clk_sys) begin
    reg old_mounted;
    if (sd_buff_wr & sd_ack_conf) begin
        if (sd_buff_addr == 32) begin
            conf <= sd_buff_dout;
            sd_configuring <= 0;
        end
        else csdcid[(31-sd_buff_addr) << 3 +:8] <= sd_buff_dout;
    end
    conf_byte <= csdcid[(31-conf_buff_ptr) << 3 +:8];
    old_mounted <= img_mounted;
    if (~old_mounted & img_mounted) begin
        if (sd_sdhc)
            csdcid[69:48] <= {9'd0, img_size[31:19] };
        else begin
            csdcid[49:47] <= 3'd7;  
            csdcid[73:62] <= img_size[29:18];  
        end
    end
end
always@(posedge clk_sys) begin
    reg       old_sd_sck;
    reg [5:0] ack;
    ack <= {ack[4:0], sd_ack};
    if(ack[5:4] == 'b01) { sd_rd, sd_wr } <= 2'b00;
    if(ack[5:4] == 'b10) sd_busy <= 0;
    buffer_write_strobe <= 0;
    if (buffer_write_strobe) buffer_ptr <= buffer_ptr + 1'd1;
    old_sd_sck <= sd_sck;
    if(sd_cs == 0 && old_sd_sck && ~sd_sck) begin
        sd_sdo <= 1'b1;     
        if(byte_cnt == 5+NCR) begin
            sd_sdo <= reply[~bit_cnt];
            if(bit_cnt == 7) begin
                if((cmd == 8'h49)||(cmd == 8'h4a))
                    read_state <= RD_STATE_SEND_TOKEN;       
                if(cmd == 8'h51) begin
                    read_state <= RD_STATE_WAIT_IO;          
                    sd_rd <= 1;                       
                    sd_busy <= 1;
                end
            end
        end
        else if((reply_len > 0) && (byte_cnt == 5+NCR+1))
            sd_sdo <= reply0[~bit_cnt];
        else if((reply_len > 1) && (byte_cnt == 5+NCR+2))
            sd_sdo <= reply1[~bit_cnt];
        else if((reply_len > 2) && (byte_cnt == 5+NCR+3))
            sd_sdo <= reply2[~bit_cnt];
        else if((reply_len > 3) && (byte_cnt == 5+NCR+4))
            sd_sdo <= reply3[~bit_cnt];
        else
            sd_sdo <= 1'b1;
        case(read_state)
        RD_STATE_IDLE: ;
        RD_STATE_WAIT_IO: begin
            buffer_ptr <= 0;
            if(~sd_busy && (bit_cnt == 7)) 
                read_state <= RD_STATE_SEND_TOKEN;
        end
        RD_STATE_SEND_TOKEN: begin
            sd_sdo <= READ_DATA_TOKEN[~bit_cnt];
            if(bit_cnt == 7) begin
                read_state <= RD_STATE_SEND_DATA;    
                conf_buff_ptr <= (cmd == 8'h4a) ? 5'h0 : 5'h10;
            end
        end
        RD_STATE_SEND_DATA: begin
            if(cmd == 8'h51)         
                sd_sdo <= buffer_dout[~bit_cnt];
            else if(cmd == 8'h49) begin      
                sd_sdo <= conf_byte[~bit_cnt];
            end
            else if(cmd == 8'h4a)       
                sd_sdo <= conf_byte[~bit_cnt];
            else
                sd_sdo <= 1'b1;
            if(bit_cnt == 7) begin
                if((cmd == 8'h51) && &buffer_ptr)  
                    read_state <= RD_STATE_IDLE;    
                else if(((cmd == 8'h49)||(cmd == 8'h4a)) && conf_buff_ptr[3:0] == 4'h0f)  
                    read_state <= RD_STATE_IDLE;    
                else begin
                    buffer_ptr <= buffer_ptr + 1'd1;
                    conf_buff_ptr<= conf_buff_ptr+ 1'd1;
                end
            end
        end
        endcase
        if(write_state == WR_STATE_SEND_DRESP) 
            sd_sdo <= WRITE_DATA_RESPONSE[~bit_cnt];
        if(write_state == WR_STATE_BUSY) 
            sd_sdo <= 1'b0;
    end
    if(sd_cs == 1) begin
        bit_cnt <= 3'd0;
    end else if (~old_sd_sck & sd_sck) begin
        bit_cnt <= bit_cnt + 3'd1;
        if(bit_cnt != 7)
            sbuf[6:0] <= { sbuf[5:0], sd_sdi };
        else begin
            if(byte_cnt != 15)
                byte_cnt <= byte_cnt + 4'd1;
            if((byte_cnt > 5) && (write_state == WR_STATE_IDLE) && 
                (read_state == RD_STATE_IDLE)  && sbuf[6:5] == 2'b01) begin
                byte_cnt <= 4'd0;
                cmd <= { sbuf, sd_sdi};
                cmd55 <= (cmd == 8'h77);
            end
            if(byte_cnt == 0) args[39:32] <= { sbuf, sd_sdi};
            if(byte_cnt == 1) args[31:24] <= { sbuf, sd_sdi};
            if(byte_cnt == 2) args[23:16] <= { sbuf, sd_sdi};
            if(byte_cnt == 3) args[15:8]  <= { sbuf, sd_sdi};
            if(byte_cnt == 4) args[7:0]   <= { sbuf, sd_sdi};
            if(byte_cnt == 5) begin
                reply <= 8'h04;      
                reply_len <= 4'd0;   
                if(cmd == 8'h40) begin
                    card_is_reset <= 1'b1;
                    reply <= 8'h01;     
                end
                else if(card_is_reset) begin
                    case(cmd)
                    8'h41: reply <= 8'h00;     
                    8'h48: begin
                        reply <= 8'h01;     
                        reply0 <= 8'h00;
                        reply1 <= 8'h00;
                        reply2 <= { 4'b0, args[19:16] };
                        reply3 <= args[15:8];
                        reply_len <= 4'd4;
                    end
                    8'h49: reply <= 8'h00;     
                    8'h4a: reply <= 8'h00;     
                    8'h50:
                        if(args[39:8] == 32'd512)
                            reply <= 8'h00;     
                        else
                            reply <= 8'h40;     
                    8'h51: reply <= 8'h00;     
                    8'h58: begin
                        reply <= 8'h00;     
                        write_state <= WR_STATE_EXP_DTOKEN;   
                    end
                    8'h69: if(cmd55) begin
                        reply <= 8'h00;     
                    end
                    8'h77: reply <= 8'h01;     
                    8'h7a: begin
                        reply <= 8'h00;     
                        reply0 <= OCR[31:24];    
                        reply1 <= OCR[23:16];
                        reply2 <= OCR[15:8];
                        reply3 <= OCR[7:0];
                        reply_len <= 4'd4;
                    end
                    endcase
                end
            end
            case(write_state)
            WR_STATE_IDLE: ;
            WR_STATE_EXP_DTOKEN:
            if({ sbuf, sd_sdi} == 8'hfe ) begin
                write_state <= WR_STATE_RECV_DATA;
                buffer_ptr <= 9'd0;
            end
            WR_STATE_RECV_DATA: begin
                buffer_write_strobe <= 1'b1;
                buffer_din <= { sbuf, sd_sdi };
                if(&buffer_ptr)
                    write_state <= WR_STATE_RECV_CRC0;
            end
            WR_STATE_RECV_CRC0:
                write_state <= WR_STATE_RECV_CRC1;
            WR_STATE_RECV_CRC1:
                write_state <= WR_STATE_SEND_DRESP;
            WR_STATE_SEND_DRESP: begin
                write_state <= WR_STATE_BUSY;
                sd_wr <= 1;                
                sd_busy <= 1;
            end
            WR_STATE_BUSY:
            if(~sd_busy)
                write_state <= WR_STATE_IDLE;
            default: ;
            endcase
        end
    end
end
endmodule
module sd_card_dpram #(parameter DATAWIDTH=8, ADDRWIDTH=9)
(
    input                   clock_a,
    input   [ADDRWIDTH-1:0] address_a,
    input   [DATAWIDTH-1:0] data_a,
    input                   wren_a,
    output reg [DATAWIDTH-1:0] q_a,
    input                   clock_b,
    input   [ADDRWIDTH-1:0] address_b,
    input   [DATAWIDTH-1:0] data_b,
    input                   wren_b,
    output reg [DATAWIDTH-1:0] q_b
);
reg [DATAWIDTH-1:0] ram[0:(1<<ADDRWIDTH)-1];
always @(posedge clock_a) begin
    q_a <= ram[address_a];
    if(wren_a) begin
        q_a <= data_a;
        ram[address_a] <= data_a;
    end
end
always @(posedge clock_b) begin
    q_b <= ram[address_b];
    if(wren_b) begin
        q_b <= data_b;
        ram[address_b] <= data_b;
    end
end
endmodule
### flow/run.sh
#!/bin/bash
# OpenROAD 26Q1-2900-gdf79404cd8, Yosys 0.63+post, stock flow scripts
make -C /OpenROAD-flow-scripts/flow DESIGN_CONFIG=/design/flow/config.mk WORK_HOME=/design/flow/orfs finish
### flow/config.mk
export PLATFORM = sky130hd
export DESIGN_NAME = sd_card
export DESIGN_NICKNAME = sd_card
export VERILOG_FILES = /design/flow/design.v
export SDC_FILE = /design/flow/constraint.sdc
export NUM_CORES = 4
export LEC_CHECK = 1
export CORE_UTILIZATION = 50
### flow/constraint.sdc
current_design sd_card

set clk_period 90.8
set clk_io_pct 0.2

create_clock -name clk0 -period $clk_period [get_ports {clk_sys}]

set non_clock_inputs [all_inputs -no_clocks]
set_input_delay [expr $clk_period * $clk_io_pct] -clock clk0 $non_clock_inputs
set_output_delay [expr $clk_period * $clk_io_pct] -clock clk0 [all_outputs]
==> impl_metrics.tcl <==
# collected from the flow reports
set metrics [dict create \
    status "finished with violations" \
    violations "capacitance limit, slew limit" \
    synthArstFlopShare 0 \
    rrSetupSlack_ns 83.33 \
    antenna_found_initial 251 \
    hpwl_mm 895.0 \
    vdd.ir_drop.worst_mv 0.02225 \
    end_kind "output pin" \
    clock-skew-final_ns 0.08071 \
    ys_types 80 \
    syn_area_um2 262200 \
    grt_remaining_overflow 0 \
    power_leakage_nw 93.04 \
    ctsResizeCount 0 \
    hold_violations 0 \
    power.density_nw_per_um2 16.13 \
    clk_path_buf_depth 4 \
    critical_path.most_common_cell "clkdlybuf4s50_1" \
    ys_warn_count 2 \
    area_leaders "edfxtp_1, mux4_2, mux2_2" \
    yosysChipArea_um2 262200 \
    finalSetupTns_ns 0 \
    htreeDepth 6 \
    yosysTopAreaCellShare 0.5069 \
    io_pins 104 \
    warnings 63 \
    fill_cells 41070 \
    synth_top_cell_by_area "edfxtp_1" \
    setup_viol 0 \
    fp_util 0.5027 \
    grt_pass1_wl_mm 1702 \
    slew_headroom -0.07943 \
    die_x_um 726.2 \
    cts_setup_buffers 0 \
    drv_slew 4 \
    ff2ff_path_depth 13 \
    path_delay_family "buffers and inverters" \
    cp_slowest_stage_delay_ns 0.53 \
    grt_pass1_vias 190300 \
    cts_tree "built" \
    flop_cell "edfxtp_1" \
    die_h_um 726.2 \
    hold_depth 0 \
    yosysSeqAreaShare 0.5119 \
    grt_setup_unrepaired "false" \
    worstPathMaxFanout 24 \
    timing.hold.ws_ns 0.3230 \
    vias 189600 \
    period_used_share 0.4201 \
    startpoint_type "primary input" \
    gp_congestion 1.143 \
    cts_hold_buf 0 \
    drt-total-wl_mm 1282 \
    critPathArrivalTime_ns 19.98 \
    drtPass1Iterations 6 \
    fmax_mhz 26.22 \
    drtIter0Drc 16960 \
    drt-wirelength-per-cell_um 48.91 \
    preCtsSetupSlack_ns 52.66 \
    ys_cells 18120 \
    drv_cap 2 \
    worst_slack_ns 52.66 \
    edf_count 4426 \
    slowest_stage "clkdlybuf4s50_1" \
    core-area_um2 521600 \
    clk_latency_ns 1.17 \
    avgSynthCellArea_um2 14.47 \
    worst_pin_slew_ns 1.602 \
    cp_cell_sequence "clkdlybuf4s50_1 > nand2_1 > buf_4 > mux2_2 > clkdlybuf4s50_1" \
    clock_sinks 4492 \
    synth_cells 18120 \
    cts.clk_slew.worst_paths_ns 0.06 \
    required_ns 72.64 \
    path_buffers 3 \
    drcViolationCount 0 \
    grt_usage 0.5337 \
    io_buffers 85 \
    logic_area_um2 120400 \
    drive_gt1_frac 0.4355 \
    rr_startpoint "buffer_ptr[1]$_DFF_P_" \
    seq_area_um2 134300 \
    syn_to_final_growth_pct 12.87 \
    cts_made_buffers 537 \
    hp-class "register to register" \
    die_area_um2 527300 \
    vias_per_cell 7.236 \
    final.min_clock_period_ns 38.14 \
    row_count 265 \
    ys_ff 4492 \
    ant_nets 0 \
    grt_max_degree 130 \
    cts-root-buf "clkbuf_16" \
    worstReg2RegEnd "buffer_dpram.q_b[0]$_DFF_P_" \
    crit_type "primary input to output pin" \
]
## cells by family (layout without fill, tap and decap cells)
logic type,Yosys count,after routing,share of synthesized area
AND-OR/OR-AND,2705,2705,0.06352
XOR/XNOR,16,16,0.0005344
adder cells (fa/ha/maj),24,24,0.001145
buffers and inverters,2066,2860,0.03216
flip-flops,4492,4492,0.5119
multiplexers,6147,6147,0.3473
other,2,353,0.00002864
AND/OR/NAND/NOR,2669,2669,0.04338
## state kept, by name, summed over array words and instances (netlist names), 5 cells and up, named ones only
register / cells
sbuf: 7
args: 32
buffer_dpram.q_b: 8
conf_buff_ptr: 5
cmd: 8
buffer_dpram.ram: 4096
buffer_dpram.q_a: 8
csdcid: 256
buffer_din: 8
buffer_ptr: 9
reply3: 8
conf_byte: 8
## per-stage QoR
| stage | total power [W] | utilization | cell area (µm²) | cells |
|---|---|---|---|---|
| finish | 0.004773 | 0.5674 | 296000 | 26210 |
| global route | 0.004843 | 0.5666 | 295500 | 26030 |
| CTS | 0.004754 | 0.5658 | 295100 | 25860 |
| detailed placement | 0.002633 | 0.5331 | 278100 | 24890 |
| global placement | 0.002633 | 0.5331 | 278100 | 24890 |
| floorplan | 0.002445 | - | 262200 | 18120 |
## routing by layer
metal	global-route usage	up-vias	routed length, µm
met5	0.1854	-	11130
met4	0.3645	253	114200
met3	0.4503	3741	258500
met2	0.6513	15060	518300
met1	0.6091	96200	379900
li1	-	74370	-
## layout make-up
cell class                      count  share of cell area
Sequential cell                  4492              0.4536
Multi-Input combinational cell  11560              0.4068
Timing Repair Buffer             1861             0.04913
Clock buffer                      697             0.04872
Tap cell                         6942             0.02935
Clock inverter                    268            0.008781
Antenna cell                      351            0.002968
Inverter                           34           0.0005707
## layout by cell type (no fill, tap or decap), types with 36 or more instances in the layout
cell type,instances
a211oi_1,43
a21oi_1,262
a221oi_1,89
a22o_1,52
a22oi_1,350
a31oi_1,80
and3_1,47
buf_4,1756
bufinv_16,36
clkbuf_1,140
clkbuf_16,553
clkdlybuf4s50_1,68
clkinv_1,107
clkinv_2,78
dfxtp_1,58
diode_2,351
edfxtp_1,4426
mux2_2,3553
mux2i_1,586
mux4_2,2005
nand2_1,1395
nand3_1,147
nand4_1,46
nor2_1,630
nor3_1,89
nor4_1,45
o21ai_0,1072
o221ai_1,42
o22ai_1,508
## power by group
group | leakage (nW) | switching [W] | total (W) | internal, W
logic | 44.4 | 0.000271 | 0.000361 | 0.0000899
clock network | 8.29 | 0.000929 | 0.00216 | 0.00123
registers | 40.4 | 0.00000367 | 0.00226 | 0.00225
## worst max-delay path by stage
stage	startpoint	end	slack, ns	cells past startpoint
4_1_cts	allow_sdhc	sd_lba[19]	52.65	5
5_1_grt	allow_sdhc	sd_lba[17]	52.55	5
6_report	allow_sdhc	sd_lba[4]	52.66	5
## cells in the mapped netlist (177+ instances only)
| master | instances |
|---|---|
| edfxtp_1 | 4426 |
| mux2_2 | 3553 |
| mux4_2 | 2005 |
| clkbuf_1 | 1444 |
| nand2_1 | 1409 |
| o21ai_0 | 1077 |
| nor2_1 | 651 |
| mux2i_1 | 589 |
| o22ai_1 | 508 |
| buf_2 | 367 |
| a22oi_1 | 350 |
| a21oi_1 | 265 |
| nand3_1 | 177 |
## worst register-to-register path, delay by kind of cell (launching register included)
family / cells / cell delay [ns]
muxes: 1 / 0.44
and+or+nand+nor: 3 / 1.05
buffers and inverters: 6 / 3.72
DFF: 1 / 0.75
AOI/OAI and AO/OA: 3 / 1.39
No activity file was given, so power comes from the tool's default toggle rates.
